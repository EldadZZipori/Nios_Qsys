## flow/design.v

```verilog
module BPSK_modulator(
	input 	logic				modulator,
	input	 	logic [11:0]	sin_wave,
	input		logic [11:0]	cos_wave,
	input		logic [11:0]	squ_wave,
	input		logic [11:0]	saw_wave,
	output	logic [11:0]	sin_bpsk,
	output	logic [11:0]	cos_bpsk,
	output 	logic [11:0]	squ_bpsk,
	output 	logic [11:0]	saw_bpsk
);
	logic [11:0]	minus_sin;
	logic [11:0]	minus_cos;
	logic [11:0]	minus_squ;
	logic [11:0]	minus_saw;
	assign minus_sin = 	(~sin_wave + 1'b1);  
	assign minus_cos =	(~cos_wave + 1'b1);
	assign minus_squ =	(~squ_wave + 1'b1);
	assign minus_saw = 	(~saw_wave + 1'b1);
	always_comb begin
		if(modulator) begin				 
				sin_bpsk	=	sin_wave;
				cos_bpsk	=	cos_wave;
				squ_bpsk	=  squ_wave;
				saw_bpsk	=	saw_wave;
		end 
		else begin 							 
				sin_bpsk	=	minus_sin;
				cos_bpsk	=	minus_cos;
				squ_bpsk	=  minus_squ;
				saw_bpsk	=	minus_saw;
		end
	end
endmodule
```

## flow/run.sh

```bash
#!/bin/bash
# OpenROAD 26Q1-2900-gdf79404cd8, Yosys 0.63+post, stock flow scripts
make -C /OpenROAD-flow-scripts/flow DESIGN_CONFIG=/design/flow/config.mk WORK_HOME=/design/flow/orfs finish
```

## flow/config.mk

```make
export PLATFORM = sky130hd
export DESIGN_NAME = BPSK_modulator
export DESIGN_NICKNAME = BPSK_modulator
export VERILOG_FILES = /design/flow/design.v
export SDC_FILE = /design/flow/constraint.sdc
export NUM_CORES = 4
export LEC_CHECK = 1
export CORE_AREA = 10 10 79 79
export DIE_AREA = 0 0 89 89
```

## flow/constraint.sdc

```tcl
current_design BPSK_modulator

set clk_period 5.1
set clk_io_pct 0.2

create_clock -name clk0 -period $clk_period

set non_clock_inputs [all_inputs -no_clocks]
set_input_delay [expr $clk_period * $clk_io_pct] -clock clk0 $non_clock_inputs
set_output_delay [expr $clk_period * $clk_io_pct] -clock clk0 [all_outputs]
```

==> metrics.csv <==
metric,value,unit
status,finished clean,
final_core_util,43.7,%
cp.arrival,2970,ps
place.gp.congestion,0.795,
overflow,0,
finalCriticalPeriod,3990,ps
yosysTopAreaCellShare,31.1,%
crit_slowest_cell,clkdlybuf4s50_1,
track_usage,9.00,%
die_h,89,microns
hold_path_class,input port to output port,
postSynthSeqShare,0,%
rows,25,
worstMarginPinSlew,438,ps
max_freq,251,MHz
drt_iter0_drc,21,
cts_resized,0,
synth_area,0.00104,sq mm
grt_pass1_vias,1159,
cp.required,4080,ps
rsz0062_at_grt,no,
p_leak,0.799,nW
grt_antenna_before_repair,0,
avgSynthCellArea,7.25,sq um
slew_headroom,70.8,%
start_kind,input port,
largest_area_cell,xor2_1,
drc,0,
io_pins,97,
powerDensity,91.9,mW/mm^2
vias,1275,
slew_violations,0,
route.antenna.remaining_nets,0,
path_common_cell,clkdlybuf4s50_1,
diodes,0,
hold_violations,0,
fp.dieW,89,microns
yosys_cells,144,
timing.final.crit_share,78.2,%
min_to,squ_bpsk[0],
drt_pass1_iterations,4,
critical_path.max_stage_delay,570,ps
ir_drop,0.0317,mV
path_cells,"clkdlybuf4s50_1, inv_1, ha_1, nor2b_1, a41oi_1, xor2_1, clkdlybuf4s50_1",
maxCapViolCount,0,
chipArea,0.00792,sq mm
grt_start_max_net_pins,45,
ys_types,15,
warnings,32,
yosys_area,0.00104,sq mm
viasPerCell,4.44,
cp_max_fo,4,
hold_start,squ_wave[0],
startpoint,cos_wave[0],
grt_pass1_wl,5930,microns
syn2layout_area_growth,95.0,%
ctsHoldBuffers,0,
crit_path_end_kind,output port,
setup_violations,0,
hpwl,3400,microns
synthCells,144,
layout.area.seq,0,sq um
nFlopsAndLatches,0,
final.clkbuf_count,0,
yosys-top-cells-area,"xor2_1, nor2_1, nor4_4",
ys_warn_count,1,
holdPathStages,2,
drt-wirelength-per-cell,13.7,microns
fp_util,22.4,%
routed_wl,3930,microns
core,0.00466,sq mm
setup-tns-final,0,ps
port_buffers,97,
critical_path_class,input port to output port,
drive_gt1_share,5.58,%
postCtsSetupBuffers,0,
## worst max-delay path, delay by kind of cell
| family | cells | cell delay [ps] |
|---|---|---|
| buf+inv | 3 | 1140 |
| compound gates | 1 | 250 |
| fa+ha+maj | 1 | 240 |
| simple gates | 1 | 160 |
| xor+xnor | 1 | 160 |
## stage by stage
| stage | hold slack [ps] | instances | area, sq um | setup WS, ps | total power, mW |
|---|---|---|---|---|---|
| floorplan | 2070 | 144 | 1040 | 2340 | 0.0514 |
| finish | 2970 | 287 | 2030 | 1110 | 0.187 |
| global route | 2980 | 287 | 2030 | 979 | 0.205 |
| CTS | 2970 | 287 | 2030 | 1100 | 0.192 |
| detailed placement | 2970 | 287 | 2030 | 1100 | 0.190 |
| global placement | 2970 | 287 | 2030 | 1130 | 0.191 |
## synthesized netlist by cell type, drive strengths merged
master,instances
xor2,37
nor2,28
a21oi,15
inv,11
a31oi,9
buf,9
a41oi,8
nor3,8
ha,4
mux2,4
nor2b,4
nor4,4
xnor2,3
## metal layers
metal / track usage [%] / wire length [microns] / vias up / share of wire (%)
li1: - / - / 678 / -
met1: 11.9 / 1620 / 550 / 41
met2: 15.4 / 1900 / 47 / 48
met3: 2.30 / 406 / 0 / 10
met4: 0 / 0 / 0 / 0
met5: 0 / 0 / - / 0
## worst max-delay path by stage
stage	to	slack [ps]
after CTS	cos_bpsk[10]	1100
final	cos_bpsk[10]	1110
after global routing	cos_bpsk[10]	980
## report_power, final
part,internal [mW],switching (mW),total [mW],leakage (nW)
logic,0.125,0.0625,0.187,0.799
clock network,0,0,0,0
registers,0,0,0,0
## layout by cell type (no fill, tap or decap)
cell type,netlist,final
nor2b_1,4,4
a21oi_1,15,15
nor2_1,28,28
xor2_1,37,37
clkdlybuf4s50_1,0,97
a31oi_1,9,9
ha_1,4,4
nor3_1,4,4
nor4_4,4,4
nor3_4,4,4
buf_4,4,1
inv_1,11,11
a41oi_1,8,8
mux2_2,4,4
xnor2_1,3,3
## final cells by class
type / count / area [sq um]
fillers: 476 / 2630
inverters: 11 / 41.3
repair buffers: 98 / 978
well taps: 54 / 67.6
multi-input cells: 124 / 947
## logic make-up after synthesis
logic type | share of synthesized area (%)
AOI/OAI and AO/OA | 19.3
xor gates and xnor gates | 33.6
adders and majority gates | 4.80
buffers and inverters | 9.23
muxes | 4.32
and+or+nand+nor | 28.8
Power figures rest on the tool's default switching activity, not on a simulated workload.
